<file path="./run.sh">
#!/bin/bash
# OpenROAD 26Q1-2900-gdf79404cd8, Yosys 0.63+post, stock flow scripts
make -C /OpenROAD-flow-scripts/flow DESIGN_CONFIG=/design/flow/config.mk WORK_HOME=/design/flow/orfs finish
</file>
<file path="./config.mk">
export PLATFORM = sky130hd
export DESIGN_NAME = full_adder_32_bits
export DESIGN_NICKNAME = full_adder_32_bits
export VERILOG_FILES = /design/flow/design.v
export SDC_FILE = /design/flow/constraint.sdc
export NUM_CORES = 4
export LEC_CHECK = 1
export CORE_AREA = 10 10 89 89
export DIE_AREA = 0 0 99 99
</file>
<file path="./constraint.sdc">
current_design full_adder_32_bits

set clk_period 14.1
set clk_io_pct 0.2

create_clock -name clk0 -period $clk_period

set non_clock_inputs [all_inputs -no_clocks]
set_input_delay [expr $clk_period * $clk_io_pct] -clock clk0 $non_clock_inputs
set_output_delay [expr $clk_period * $clk_io_pct] -clock clk0 [all_outputs]
</file>
<file path="./design.v">
module full_adder_32_bits
                ( input [31:0] a,
                  input [31:0] b,
                  input cin,
                  output reg cout,
                  output reg [31:0] sum);
    always @ (a or b or cin) begin
    {cout, sum} = a + b + cin;
    end
endmodule
</file>
==> flow report <==
======================================================================================
Die area                                                                    9800 sq um
Synthesized-area fraction occupied by adder cells                                23.1%
Post-cts resize count                                                                0
Area growth from synthesis to layout                                             55.5%
Area share of and-or/or-and cells after synthesis                                37.9%
Number of setup violations in the final report                                       0
Peak supply drop                                                             0.0201 mV
Drt wl/cell                                                                    14.5 um
Boundary Pins                                                                       98
Number of buffers added for setup after CTS                                          0
Number of global-route vias before repair                                        2,204
ANT cells                                                                            0
Critical path startpoint category                                           input port
Share of the yosys chip area belonging to registers                                 0%
WS Path Type                                                              input port to output port
Overall overflow remaining after global route                                        0
Via count of the routed design                                                   2,228
Initial core utilization                                                         31.0%
Weighted congestion reported at the end of routability-driven placement          0.859
Post-detailed-placement cell area                                           2880 sq um
Post-synthesis share of cell area spent on and, or, nand and nor gates           22.9%
Clock period minus worst slack                                                 8.93 ns
Peak clock frequency supported by timing                                       112 MHz
Max stage delay cell, worst path                                          sky130_fd_sc_hd__clkdlybuf4s50_1
Max-slew violations                                                                  0
Kind of end point of the critical path                                     output port
Count of nets left with antenna violations after detail routing                      0
Global-route wire length before repair                                         10.1 mm
Syn_area_per_cell                                                           7.16 sq um
Area taken by multi-input logic gates                                       1780 sq um
Synth Cell Area                                                             1850 sq um
Hold buffer count at CTS                                                             0
Summed standard-cell area reported by yosys                                 1850 sq um
Max transition margin                                                            48.7%
CP arrival                                                                     6.11 ns
Cells after synthesis                                                              259
Vias per inst                                                                     5.22
HPWL after DPL                                                                 5.59 mm
Slowest stage delay, CP                                                        0.52 ns
Final instance area                                                         2880 sq um
Height of the die                                                                99 um
Fill cells                                                                         613
Violation tally from detailed-route iteration zero                                  73
Area of the core                                                            5990 sq um
Flip-flops                                                                           0
Hold WC Path Type                                                         input port to output port
Width of the die                                                                 99 um
Finished Core Util                                                               48.1%
Unrepaired setup endpoints after global routing                                     no
Static Leakage                                                                 1.21 nW
Wire length after detailed routing                                             6.18 mm
Final period utilization                                                         63.3%
Comb area leader                                                          AND-OR/OR-AND gates
Status                                                                    complete, no violations
Largest driver fanout on the critical path                                           4
Startpoint of the worst hold path                                                  cin
Area share of xor/xnor cells in the synthesized design                           11.8%
Pin count of the biggest net entering global routing                                13
Yosys warns                                                                          1
Pre-Repair DR Iteration Count                                                        4
Std-Cell Rows                                                                       28
Worst slack at placement                                                       5.15 ns
Req. time, crit path                                                          11.28 ns
Sequential cell area                                                           0 sq um
Tally of OpenROAD warnings                                                          32
Number of hold violations in the final report                                        0
Netlist cell types                                                                  52
Buffers added on ports                                                              98
Final-layout clock buffer total                                                      0
Post-synth mux share                                                            0.540%
Power, Total                                                                  0.142 mW
Maximum capacitance violations                                                       0
Final worst-path setup slack                                                   5.17 ns
Share of layout cells above drive strength 1                                     3.13%
Initial antenna violation count                                                      0
Yosys cell count                                                                   259
Power density over the cells                                              49.4 nW/um^2
Hold Path Depth                                                                      3
CP cell instances                                                         clkdlybuf4s50_1, fa_1, fa_1, a21oi_1, o32ai_1, o211ai_2, a21o_1, o21ai_2, a21o_1, a311oi_1, clkdlybuf4s50_1
Drc violations                                                                       0
Global routing usage summed across all routing layers                            11.8%
Final total negative setup slack                                                  0 ns
Worst setup path startpoint                                                       a[0]
Measured slew at the worst slew-check pin                                     0.760 ns
======================================================================================
## worst paths after layout
kind	to	slack, ns
max	sum[28]	5.17
min	sum[0]	6.72
## layout make-up
type	count	share of cell area, %
multi-input combinational	247	61.8
tap	75	3.25
timing repair buffer	98	34.0
inverter	7	0.911
## synthesized netlist by cell type (4+ instances only)
| master | number | area, sq um |
|---|---|---|
| sky130_fd_sc_hd__a21oi_1 | 34 | 170 |
| sky130_fd_sc_hd__ha_1 | 31 | 388 |
| sky130_fd_sc_hd__nand2_1 | 23 | 86.3 |
| sky130_fd_sc_hd__nor2_1 | 20 | 75.1 |
| sky130_fd_sc_hd__xor2_1 | 15 | 131 |
| sky130_fd_sc_hd__a21o_1 | 12 | 90.1 |
| sky130_fd_sc_hd__o21ai_0 | 12 | 60.1 |
| sky130_fd_sc_hd__xnor2_1 | 10 | 87.6 |
| sky130_fd_sc_hd__nand4_1 | 8 | 50.1 |
| sky130_fd_sc_hd__o21ai_1 | 8 | 40.0 |
| sky130_fd_sc_hd__nor3_1 | 7 | 35.0 |
| sky130_fd_sc_hd__a211oi_1 | 6 | 45.0 |
| sky130_fd_sc_hd__inv_1 | 6 | 22.5 |
| sky130_fd_sc_hd__nand3_1 | 5 | 25.0 |
| sky130_fd_sc_hd__o21bai_1 | 5 | 37.5 |
| sky130_fd_sc_hd__and3_1 | 4 | 25.0 |
| sky130_fd_sc_hd__o211ai_1 | 4 | 30.0 |
| sky130_fd_sc_hd__o21a_1 | 4 | 30.0 |
| sky130_fd_sc_hd__or3_1 | 4 | 25.0 |
## logic make-up after synthesis
| kind of cell | count (synthesis) |
|---|---|
| compound gates | 105 |
| xor+xnor | 25 |
| fa+ha+maj | 33 |
| buf+inv | 12 |
| mux | 1 |
| simple gates | 83 |
## per-layer routing
metal	track usage, %	vias up	part of all wire (%)
met4	0.331	0	0
li1	-	1178	-
met1	15.9	993	47
met5	0	-	0
met2	20.0	57	47
met3	2.18	0	5.9
## metrics by stage
step | instances | hold WS [ns]
after global placement | 427 | 6.72
after CTS | 427 | 6.73
final | 427 | 6.72
after floorplan | 259 | 5.74
after global routing | 427 | 6.76
after detailed placement | 427 | 6.73
## where the power goes
part | switching, mW | internal (mW)
clock network | 0 | 0
registers | 0 | 0
logic | 0.0587 | 0.0837
total | 0.0587 | 0.0837
## worst max-delay path: cells and delay by family
kind,cells,cell delay [ns]
buf+inv,2,0.95
fa+ha+maj,2,0.91
compound gates,7,1.42
## layout by cell type (no fill, tap or decap), types with 4 or more instances in the layout
master,count
sky130_fd_sc_hd__or3_1,4
sky130_fd_sc_hd__xor2_1,15
sky130_fd_sc_hd__a21o_1,12
sky130_fd_sc_hd__o21a_1,4
sky130_fd_sc_hd__a21oi_1,34
sky130_fd_sc_hd__inv_1,6
sky130_fd_sc_hd__nor3_1,7
sky130_fd_sc_hd__ha_1,31
sky130_fd_sc_hd__and3_1,4
sky130_fd_sc_hd__o21ai_1,8
sky130_fd_sc_hd__nand3_1,5
sky130_fd_sc_hd__o211ai_1,4
sky130_fd_sc_hd__o21ai_0,12
sky130_fd_sc_hd__clkdlybuf4s50_1,98
sky130_fd_sc_hd__nor2_1,20
sky130_fd_sc_hd__xnor2_1,10
sky130_fd_sc_hd__nand2_1,23
sky130_fd_sc_hd__o21bai_1,5
sky130_fd_sc_hd__a211oi_1,6
sky130_fd_sc_hd__nand4_1,8
No activity file was given, so power comes from the tool's default toggle rates.
